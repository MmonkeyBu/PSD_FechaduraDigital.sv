<file path="./run.sh">
#!/bin/bash
# OpenROAD 26Q1-2900-gdf79404cd8, Yosys 0.63+post, stock flow scripts
make -C /OpenROAD-flow-scripts/flow DESIGN_CONFIG=/design/flow/config.mk WORK_HOME=/design/flow/orfs finish
</file>
<file path="./config.mk">
export PLATFORM = sky130hd
export DESIGN_NAME = matrixKeyDecoder
export DESIGN_NICKNAME = matrixKeyDecoder
export VERILOG_FILES = /design/flow/design.v
export SDC_FILE = /design/flow/constraint.sdc
export NUM_CORES = 4
export LEC_CHECK = 1
export CORE_UTILIZATION = 30
export SYNTH_HDL_FRONTEND = slang
</file>
<file path="./constraint.sdc">
current_design matrixKeyDecoder

set clk_period 4.5
set clk_io_pct 0.2

create_clock -name clk0 -period $clk_period [get_ports {clk}]

set non_clock_inputs [all_inputs -no_clocks]
set_input_delay [expr $clk_period * $clk_io_pct] -clock clk0 $non_clock_inputs
set_output_delay [expr $clk_period * $clk_io_pct] -clock clk0 [all_outputs]
</file>
<file path="./design.v">
typedef struct packed {
logic status;
	logic [3:0] digit1;
	logic [3:0] digit2;
	logic [3:0] digit3;
	logic [3:0] digit4;
} pinPac_t;
typedef struct packed {
	logic [3:0] BCD0;
	logic [3:0] BCD1;
	logic [3:0] BCD2;
	logic [3:0] BCD3;
	logic [3:0] BCD4;
	logic [3:0] BCD5;
} bcdPac_t;
typedef struct packed {
	logic bip_status;
	logic [6:0] bip_time;
	logic [6:0]  tranca_aut_time;
	pinPac_t master_pin;
	pinPac_t pin1;
	pinPac_t pin2;
	pinPac_t pin3;
	pinPac_t pin4;
} setupPac_t;
module matrixKeyDecoder (
    input clk, reset,
    input 	logic [3:0] col_matrix,
    output 	logic [3:0] lin_matrix,
    output 	logic [3:0] tecla_value,
    output	logic tecla_valid
);
parameter DEBOUNCE_P = 100;
parameter logic [3:0] HIGH = 4'b1111;
typedef enum logic [2:0] {
    INICIAL,
    DB,
    PRESS_STATE,
    RELEASE_STATE
} state_t;
typedef enum logic [3:0] {
    W = 4'b0111,
    X = 4'b1011,
    Y = 4'b1101,
    Z = 4'b1110
} IO_t;
typedef enum logic [3:0] {
    um        = 4'h1,
    dois      = 4'h2,
    tres      = 4'h3,
    quatro    = 4'h4,
    cinco     = 4'h5,
    seis      = 4'h6,
    sete      = 4'h7,
    oito      = 4'h8,
    nove      = 4'h9,
    zero      = 4'h0,
    asterisco = 4'hF,
    hashtag   = 4'hE,
    A         = 4'hA,
    B         = 4'hB,
    C         = 4'hC,
    D         = 4'hD  
} BCD_t;
state_t current_state, next_state;
logic [8:0] Tp;
int index;
localparam logic [3:0] array [3:0] = '{W, X, Y, Z};
always_ff @(posedge clk or posedge reset) begin:state_block
    if (reset) begin
        current_state <= INICIAL;
    end else begin
        current_state <= next_state;
    end
end:state_block
always_ff @(posedge clk or posedge reset) begin:counter
    if (reset) begin
        Tp <= 0;
    end else begin
        Tp <= Tp;
    case (current_state)
    DB: begin
        Tp <= Tp + 1;
    end
    default: begin
        Tp <= 0;
    end
    endcase
    end
end:counter
always_ff @(posedge clk or posedge reset) begin:FSM
    if (reset) begin
        next_state <= INICIAL;
        index <= 0;
        lin_matrix <= array[0];
                    tecla_valid <= 0;
    end else case (current_state)
    INICIAL: begin
        index <= index + 1;
        lin_matrix <= array[index];
        if  (col_matrix != HIGH) begin
            next_state <= DB;
        end
        else if (index > 3) begin
            index <= 0;
        end
        else begin
            next_state <= next_state;
        end
    end
    DB: begin
        if (Tp + 3 == DEBOUNCE_P) begin
            if  (col_matrix != HIGH) begin
                next_state <= PRESS_STATE;
            end else begin
                next_state <= INICIAL;
            end
        end else begin
            next_state <= DB;
        end
    end
    PRESS_STATE: begin
        case (lin_matrix)
        W: begin
            case (col_matrix)
            W: begin
                tecla_value <= um;
                tecla_valid <= 1;
                next_state <= RELEASE_STATE;
            end
            X: begin
                tecla_value <= dois;
                tecla_valid <= 1;
                next_state <= RELEASE_STATE;
            end
            Y: begin
                tecla_value <= tres;
                tecla_valid <= 1;
                next_state <= RELEASE_STATE;
            end
            Z: begin
                tecla_value <= A;
                tecla_valid <= 1;
                next_state <= RELEASE_STATE;
            end
            default: begin
                tecla_value <= 0;
                tecla_valid <= 0;
                next_state <= INICIAL;
            end
        endcase
        end
        X: begin
            case (col_matrix)
            W: begin
                tecla_value <= quatro;
                tecla_valid <= 1;
                next_state <= RELEASE_STATE;
            end
            X: begin
                tecla_value <= cinco;
                tecla_valid <= 1;
                next_state <= RELEASE_STATE;
            end
            Y: begin
                tecla_value <= seis;
                tecla_valid <= 1;
                next_state <= RELEASE_STATE;
            end
            Z: begin
                tecla_value <= B;
                tecla_valid <= 1;
                next_state <= RELEASE_STATE;
            end
            default: begin
                tecla_value <= 0;
                tecla_valid <= 0;
                next_state <= INICIAL;
            end
            endcase
        end
        Y: begin
            case (col_matrix)
                W: begin
                    tecla_value <= sete;
                    tecla_valid <= 1;
                    next_state <= RELEASE_STATE;
                end
                X: begin
                    tecla_value <= oito;
                    tecla_valid <= 1;
                    next_state <= RELEASE_STATE;
                end
                Y: begin
                    tecla_value <= nove;
                    tecla_valid <= 1;
                    next_state <= RELEASE_STATE;
                end
                Z: begin
                    tecla_value <= C;
                    tecla_valid <= 1;
                    next_state <= RELEASE_STATE;
                end
                default: begin
                    tecla_value <= 0;
                    tecla_valid <= 0;
                    next_state <= INICIAL;
                end
            endcase
    end
    Z: begin
        case (col_matrix)
        W: begin
            tecla_value <= asterisco;
            tecla_valid <= 1;
            next_state <= RELEASE_STATE;
        end
        X: begin
            tecla_value <= zero;
            tecla_valid <= 1;
            next_state <= RELEASE_STATE;
        end
        Y: begin
            tecla_value <= hashtag;
            tecla_valid <= 1;
            next_state <= RELEASE_STATE;
        end
        Z: begin
            tecla_value <= D;
            tecla_valid <= 1;
            next_state <= RELEASE_STATE;
        end
        default: begin
            tecla_value <= 0;
            tecla_valid <= 0;
            next_state <= INICIAL;
        end
        endcase
    end
    default: begin
        tecla_value <= 0;
        tecla_valid <= 0;
        next_state <= INICIAL;
    end
    endcase
    end
    RELEASE_STATE: begin
        tecla_valid <= 0;
        if  (col_matrix == HIGH) begin
                next_state <= INICIAL;
        end
    end
    default: begin
        next_state <= PRESS_STATE;
    end
    endcase
end:FSM
endmodule
</file>
==> results.txt <==
outcome - finished clean
Die Span X - 103.2 um
Cell Type Count - 48
clock sinks - 54
Worst R2R End - index[28]
H-tree depth - 2
EDFF count, synth - 4
CTS Hold Bufs - 0
delay-heaviest family, CP - buffers and inverters
leakage power - 1.314 nW
Arr. time, crit path - 2.94 ns
DRC - 0
RSZ-0062 raised after global routing - no
critical path's slowest cell - clkdlybuf4s50_1
WHS Endpoint - current_state[0]
clk_skew - 0.009325 ns
Buf/Inv on CP - 2
routed len/inst - 12.29 um
filler cell count - 969
total power - 1.109 mW
Largest stage delay, worst path - 0.83 ns
core area - 9864 sq um
Crit Path Category - primary input to flip-flop
HP Class - flip-flop to flip-flop
Latency at later pin - 0.31 ns
Area growth, synth to finish - 11.53%
first-pass GRT wire length - 10380 um
# IOs - 15
PD cells - 323.8 nW/um^2
Setup Fix Bufs, Post-CTS - 0
DRT Wirelength - 5850 um
worst path required time - 4.69 ns
clock tree buffer depth - 2
Pre-antenna DRT Iters - 5
hold_sp - next_state[0]
async set-reset flop share out of synthesis - 92.59%
Root Buffer - clkbuf_8
Total GRT Usage - 12.40%
CTS tree - built
Seq. cell area - 1375 sq um
Mapped Area - 3072 sq um
most used cell, CP - nor2_1
initial antenna violation count - 0
post-CTS sizing - 0
tool warnings - 30
Multi-input gate area - 1589 sq um
Slew HR - 58.70%
setup_tns - 0 ns
Min-Delay Path Depth - 0
Finished Layout Cells - 476
Critical Path Fanout Max - 29
largest net degree at the start of global routing - 30
fraction of layout cells with a size suffix above 1 - 6.414%
cells in synth_stat.txt - 332
port bufs - 14
worst IR drop on VDD - 127.5 uV
fin. max-slew vios - 0
DR vias/cell - 4.952
area reported by Yosys stat - 3072 sq um
Synth Instances - 332
worst-margin pin slew - 0.6147 ns
worst-path cell chain - clkdlybuf4s50_1 > nand4_1 > nor2_1 > o21ai_0 > nor2_1 > buf_4 > nor2_1
Syn. warnings - 0
Final Cycle Share - 61.09%
vias in the first global route - 2261
Tmin final - 2.749 ns
worst reg2reg startpoint - index[1]
number of synthesized register bits - 54
std cell rows - 36
Max-Cap Viols - 0
GPL Wtd Cong - 0.8309
Mapped Avg Cell Area - 9.252 sq um
Setup violations, final - 0
Iteration-0 DRC Markers - 108
dpl cells - 468
main flop type - dfrtp_1
gr ovfl total - 0
Reg2Reg Depth - 6
Antenna Cells - 0
die y size - 103.2 um
dpl hpwl - 4061 um
Vias - 2357
CP startpoint kind - primary input
Final Hold Vio Count - 0
Chip Area - 10650 sq um
CP Capture Type - flip-flop
Core Util at FP - 31.14%
f_max - 363.7 MHz
Seq/Total Area, Yosys - 44.77%
R2R setup slack - 2.51 ns
ANT nets after route - 0
CTS Buf Count - 5
clock slew at reported path FFs - 0.11 ns
==> power breakdown <==
part / total (mW) / internal, mW / switching [mW]
clock: 0.282 / 0.113 / 0.169
sequential: 0.614 / 0.544 / 0.0693
combinational: 0.214 / 0.109 / 0.105
total: 1.11 / 0.766 / 0.343
==> Yosys cell counts (2+ instances only) <==
library cell / instances / area share (%)
nand2b_1: 3 / 0.61
or3_1: 6 / 1.2
nor4_1: 7 / 1.4
a21oi_1: 21 / 3.4
inv_1: 12 / 1.5
nand4_1: 18 / 3.7
clkbuf_1: 9 / 1.1
dfrtp_1: 47 / 38
nor2b_1: 2 / 0.41
nand4_4: 2 / 1.4
o31ai_1: 2 / 0.49
nand2_1: 24 / 2.9
dfstp_2: 3 / 2.6
edfxtp_1: 4 / 3.9
o22ai_1: 2 / 0.41
o21ai_0: 10 / 1.6
xnor2_1: 13 / 3.7
a31o_2: 2 / 0.57
xor2_1: 23 / 6.6
and3_1: 13 / 2.6
nand4b_1: 4 / 1.1
a31oi_1: 2 / 0.41
o211ai_1: 2 / 0.49
nand3_1: 13 / 2.1
nor2_1: 45 / 5.5
ha_1: 7 / 2.9
and4b_1: 2 / 0.65
and2_1: 3 / 0.61
nor3_1: 11 / 1.8
buf_2: 2 / 0.33
==> metrics by stage <==
stage	area (sq um)	setup slack, ns	hold slack [ns]	utilization, %
detailed placement	3331	1.443	0.3714	33.76
finish	3426	1.751	0.3924	34.73
CTS	3426	1.791	0.3945	34.73
global route	3426	1.532	0.4050	34.73
floorplan	3072	2.296	0.3544	-
global placement	3331	1.525	0.3688	33.76
==> worst max-delay path by stage <==
stage	depth (start not counted)	startpoint	to
final	7	col_matrix[1]	index[11]
after global routing	7	col_matrix[1]	index[3]
after CTS	7	col_matrix[1]	index[3]
==> routing by layer <==
metal	part of all wire (%)	wire (um)	vias to the layer above	global-route usage, %
li1	-	-	1210	-
met1	52	3014	1114	19.00
met2	44	2585	31	19.28
met3	3.6	210	2	2.391
met4	0.65	38	0	1.408
met5	0	0	-	0
==> final cells by class <==
| cell class | instances | share of cell area (%) |
|---|---|---|
| well taps | 133 | 4.858 |
| clock inverters | 3 | 0.7670 |
| multi-input cells | 253 | 46.38 |
| clock buffers | 5 | 2.009 |
| inverters | 12 | 1.315 |
| flip-flops and latches | 54 | 40.14 |
| repair buffers | 16 | 4.529 |
==> cells in the final DEF, fill, tap and decap left out, types with 3 or more instances in the layout <==
cell	Yosys	final
nor3_1	11	11
and3_1	13	13
nand4_1	18	18
nor2_1	45	45
or3_1	6	6
nor4_1	7	7
clkinv_4	0	3
and2_1	3	3
nand2b_1	3	3
nand4b_1	4	4
nand3_1	13	13
xnor2_1	13	13
xor2_1	23	23
dfstp_2	3	3
nand2_1	24	24
clkbuf_8	0	5
ha_1	7	7
o21ai_0	10	10
edfxtp_1	4	4
clkdlybuf4s50_1	0	14
dfrtp_1	47	47
inv_1	12	11
a21oi_1	21	21
==> registers in the layout, indices dropped and copies added (netlist names) <==
signal / flops
index: 32
Tp: 9
lin_matrix: 4
tecla_value: 4
current_state: 2
next_state: 2
tecla_valid: 1
==> logic make-up after synthesis <==
| logic type | after synthesis | share of synthesized area, % |
|---|---|---|
| adders and majority gates | 7 | 2.851 |
| buffers and inverters | 25 | 3.503 |
| AOI/OAI and AO/OA | 50 | 9.939 |
| DFF | 54 | 44.77 |
| xor gates and xnor gates | 36 | 10.26 |
| and+or+nand+nor | 160 | 28.68 |
Power is estimated from default activity; no workload was simulated.
